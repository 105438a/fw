$ cat /design/flow/run.sh
#!/bin/bash
# OpenROAD 26Q1-2900-gdf79404cd8, Yosys 0.63+post, stock flow scripts
make -C /OpenROAD-flow-scripts/flow DESIGN_CONFIG=/design/flow/config.mk WORK_HOME=/design/flow/orfs finish
$ cat /design/flow/config.mk
export PLATFORM = sky130hd
export DESIGN_NAME = JAM
export DESIGN_NICKNAME = JAM
export VERILOG_FILES = /design/flow/design.v
export SDC_FILE = /design/flow/constraint.sdc
export NUM_CORES = 4
export LEC_CHECK = 1
export CORE_UTILIZATION = 40
$ cat /design/flow/constraint.sdc
current_design JAM

set clk_period 3.7
set clk_io_pct 0.2

create_clock -name clk0 -period $clk_period [get_ports {CLK}]

set non_clock_inputs [all_inputs -no_clocks]
set_input_delay [expr $clk_period * $clk_io_pct] -clock clk0 $non_clock_inputs
set_output_delay [expr $clk_period * $clk_io_pct] -clock clk0 [all_outputs]
$ cat /design/flow/design.v
module JAM (
input CLK,
input RST,
output reg [2:0] W,
output reg [2:0] J,
input [6:0] Cost,
output reg [3:0] MatchCount,
output reg [9:0] MinCost,
output reg Valid);
parameter IDLE = 3'd0, 
          CAL = 3'd1, 
          CHECK = 3'd2,
          FIND0 = 3'd3,
          FIND1 = 3'd4, 
          SWAP0 = 3'd5,
          SWAP1 = 3'd6,
          FINISH = 3'd7;
reg [2:0] cst, nst;
reg [9:0] currentcost;
reg [2:0] seq [7:0];
reg cal_fn;
always @(posedge CLK or posedge RST) begin
    if (RST) begin
        W <= 3'd0;
        J <= 3'd0;
    end
    else if (cst == CAL) begin
            W <= W + 1'd1;
            J <= seq[W + 1'd1];
    end
    else begin
        W <= 3'd0;
        J <= seq[0];
    end
end
always @(posedge CLK or posedge RST) begin
    if (RST) begin
        cal_fn <= 1'b0;
    end
    else if (W == 3'd6) begin
        cal_fn <= 1'b1;
    end
    else cal_fn <= 1'b0;
end
always @(negedge CLK or posedge RST) begin
    if (RST) begin
        currentcost <= 10'd0;
    end
    else if (cst == CAL) begin
        currentcost <= currentcost + Cost;
    end
end
always @(posedge CLK or posedge RST) begin
    if (RST) begin
        MinCost <= 10'd1023;
        MatchCount <= 4'd1;
    end
    else if (nst == CHECK) begin
        if (currentcost < MinCost) begin
            MinCost <= currentcost;
            MatchCount <= 4'd1;
        end
        else if (currentcost == MinCost) begin
            MatchCount <= MatchCount + 4'd1;
        end
        currentcost <= 10'd0;
    end
end
reg [2:0] n;
reg [2:0] m;
reg [2:0] change_spot;
reg FIND0_fn;
reg finish;
always @(posedge CLK or posedge RST) begin
    if (RST) begin
        n <= 3'd7;
        change_spot <= 3'd0;
        FIND0_fn <= 1'b0;
    end
    else if (nst == FIND0) begin
        if (seq[n] > seq[n-3'd1]) begin
            change_spot <= n - 3'd1;
            FIND0_fn <= 1'b1;
        end
        else n <= n - 3'd1;
    end
    else begin
        FIND0_fn <= 1'b0;
        n <= 3'd7;
    end
end
reg [2:0] min;
reg [2:0] min_spot;
reg FIND1_fn;
always @(posedge CLK or posedge RST) begin
    if (RST) begin
        m <= 3'd7;
        min <= 3'd7;
        min_spot <= 3'd7;
        FIND1_fn <= 1'b0;
    end
    else if(cst == FIND1) begin
        if (seq[m] > seq[change_spot] && seq[m] <= min && m > change_spot) begin
            min <= seq[m];
            min_spot <= m;
        end
        else if (m == change_spot) begin
            FIND1_fn <= 1'b1;
        end
        m <= m - 3'd1;
    end
    else begin
        min <= 3'd7;
        FIND1_fn <= 1'b0;
        m <= 3'd7;
    end
end
always @(posedge CLK) begin
    if (nst == SWAP1) begin
        seq[change_spot] <= seq[min_spot];
        seq[min_spot] <= seq[change_spot];
    end
end
always @(posedge CLK or posedge RST) begin
    if (RST) begin
        seq[0] <= 3'd0;
        seq[1] <= 3'd1;
        seq[2] <= 3'd2;
        seq[3] <= 3'd3;
        seq[4] <= 3'd4;
        seq[5] <= 3'd5;
        seq[6] <= 3'd6;
        seq[7] <= 3'd7;
    end
    else begin
        if (cst == SWAP1) begin
            case (change_spot)
                3'd5: begin
                    seq[6] <= seq[7];
                    seq[7] <= seq[6];
                end
                3'd4: begin
                    seq[5] <= seq[7];
                    seq[7] <= seq[5];
                end
                3'd3: begin
                    seq[4] <= seq[7];
                    seq[5] <= seq[6];
                    seq[6] <= seq[5];
                    seq[7] <= seq[4];
                end
                3'd2: begin
                    seq[3] <= seq[7];
                    seq[4] <= seq[6];
                    seq[6] <= seq[4];
                    seq[7] <= seq[3];
                end
                3'd1: begin
                    seq[2] <= seq[7];
                    seq[3] <= seq[6];
                    seq[4] <= seq[5]; 
                    seq[5] <= seq[4];
                    seq[6] <= seq[3];
                    seq[7] <= seq[2];
                end
                3'd0: begin
                    seq[1] <= seq[7];
                    seq[2] <= seq[6];
                    seq[3] <= seq[5];
                    seq[5] <= seq[3];
                    seq[6] <= seq[2];
                    seq[7] <= seq[1];
                end
            endcase
        end
    end
end
always @(posedge CLK or posedge RST) begin
    if(RST) begin
        finish <= 1'b0;
    end
    else if (n == 3'd0) begin
            finish <= 1'b1;
        end
    else finish <= 1'b0;
end
always @(posedge CLK) begin
    if (cst == FINISH) begin
        Valid <= 1'b1;
    end
    else Valid <= 1'b0;
end
always @(posedge CLK or posedge RST) begin
    if (RST) begin
        cst <= IDLE;
    end
    else cst <= nst;
end
always @(*) begin
    case (cst)
        IDLE: nst = CAL;
        CAL: begin
            if (cal_fn) begin
                nst = CHECK;
            end
            else nst = CAL;
        end
        CHECK: nst = FIND0;
        FIND0: begin
            if (finish) begin
                nst = FINISH;
            end
            else if (FIND0_fn) begin
                nst = FIND1;
            end
            else nst = FIND0;
        end
        FIND1: begin
            if (FIND1_fn) begin
                nst = SWAP0;
            end
            else nst = FIND1;
        end
        SWAP0: nst = SWAP1;
        SWAP1: begin
            nst = CAL;
        end
        FINISH: nst = FINISH;
        default: nst = IDLE;
    endcase
end
endmodule
==> impl_metrics.env <==
# implementation run metrics
export IMPL_lastStage="1_2_yosys"
export IMPL_firstError="ERROR: Found 21 problems in 'check -assert'."
export IMPL_yosys_warnings=2
export IMPL_synth_chip_area_sq_um=5320
export IMPL_yosys_stat_cells=527
export IMPL_synth_top_area_share_pct=15.1
export IMPL_yosys_area_top_type="dfrtp_1"
export IMPL_yosys_register_bits=81
export IMPL_edf_count=21
export IMPL_async_flop_share_pct=72.8
export IMPL_ys_types=64
export IMPL_synthTopCellsByArea="dfrtp_1 15%, dfstp_2 13%, edfxtp_1 12%"
export IMPL_ff_type="dfrtp_1"
export IMPL_synth_seq_share_pct=40.6
export IMPL_status="did not finish"
==> Yosys cell counts (all sizes together) (2+ instances only) <==
cell and instances:
a21oi 41, nand2 34, clkbuf 33, dfrtp 32, mux2i 32, ha 29, dfstp 27, nor2 26
o21ai 25, buf 22, mux2 22, edfxtp 21, inv 18, o22ai 14, nor2b 13, nor3 11
a221oi 10, a211oi 9, a222oi 9, mux4 9, nand3 8, a31oi 6, a21o 5, a221o 5
a22oi 5, and2 5, and3 5, nand2b 4, nand3b 4, nor3b 4, o21a 4, xnor2 4
a21boi 3, o211ai 3, a22o 2, a311oi 2, clkinv 2
==> cell families after synthesis <==
group / after synthesis / share of synthesized area (%)
flip-flops: 81 / 40.6
XOR/XNOR: 4 / 0.800
multiplexers: 63 / 14.5
AND/OR/NAND/NOR: 119 / 11.1
adder cells (fa/ha/maj): 29 / 6.82
other: 1 / 0.0705
buffers and inverters: 75 / 6.21
AND-OR/OR-AND: 155 / 19.9
